### ./design.v
module Division(
    clk,
    rst_n,
    in_valid,
    in_data_1,	 
    in_data_2,	 
    out_valid,
    out_data	 
);
parameter	ST_INIT		= 'd0;
parameter	ST_STORE	= 'd1;
parameter	ST_DIVIDE 	= 'd2;
parameter	ST_OUTPUT 	= 'd3;
parameter	BASE = 8'h80;  
input				clk;
input				rst_n;
input				in_valid;
input		[19:0]	in_data_1;
input		[11:0]	in_data_2;
output reg			out_valid;
output reg	[7:0]	out_data;
reg			[1:0]	current_state;
reg			[1:0]	next_state;
reg			[19:0]	dividend;
always @(posedge clk) begin
	if (!rst_n) begin
		dividend <= 'd0;		
	end
	else if (current_state == ST_STORE) begin
		dividend <= in_data_1;
	end
	else if (current_state == ST_INIT) begin
		dividend <= 'd0;
	end
end
reg			[7:0]	current_base;
always @(posedge clk) begin
	if (!rst_n) begin
		current_base <= BASE;
	end
	else if (current_state == ST_DIVIDE) begin
		current_base <= current_base >> 1'b1;
	end
	else if (current_state == ST_INIT) begin
		current_base <= BASE;
	end
end
wire		[19:0]	guess_result = (out_data | current_base) * in_data_2;
always @(posedge clk) begin
	if (!rst_n) begin
		out_data <= 'd0;		
	end
	else if(current_state==ST_DIVIDE && (guess_result<dividend || guess_result==dividend) ) begin  
			out_data <= out_data | current_base;
	end
	else if (current_state == ST_INIT) begin
		out_data <= 'd0;
	end
end
reg					terminate_flag;
always @(posedge clk) begin
	if (!rst_n) begin
		terminate_flag <= 1'b0;
	end
	else if ( current_state==ST_DIVIDE && (current_base=='d0 || guess_result == dividend)  ) begin 
		terminate_flag <= 1'b1;
	end
	else if (current_state == ST_INIT) begin
		terminate_flag <= 1'b0;
	end
end
always @(posedge clk) begin
	if (!rst_n) begin
		out_valid <= 1'b0;
	end
	else if (current_state == ST_OUTPUT) begin
		out_valid <= 1'b1;
	end
	else if (current_state == ST_INIT) begin 
		out_valid <= 1'b0;
	end
end
always @(posedge clk) begin
	if (!rst_n) begin
		current_state <= ST_INIT;
	end
	else begin
		current_state <= next_state;
	end
end
always @(*) begin
	if (!rst_n) begin 
		next_state = 'd0;
	end
	else begin
		case(current_state)
			ST_INIT: begin
				if(in_valid) begin
					next_state = ST_STORE;
				end
				else begin
					next_state = ST_INIT;
				end
			end
			ST_STORE: begin
				if(!in_valid) begin
					next_state = ST_DIVIDE;
				end
				else begin
					next_state = ST_STORE; 
				end
			end
			ST_DIVIDE: begin
				if (terminate_flag) begin
					next_state = ST_OUTPUT;
				end
				else begin
					next_state = ST_DIVIDE;
				end
			end
			ST_OUTPUT: begin
				if (out_valid) begin
					next_state = ST_INIT;
				end
				else begin
					next_state = ST_OUTPUT;
				end
			end 
		endcase	
	end
end
endmodule
### ./run.sh
#!/bin/bash
# OpenROAD 26Q1-2900-gdf79404cd8, Yosys 0.63+post, stock flow scripts
make -C /OpenROAD-flow-scripts/flow DESIGN_CONFIG=/design/flow/config.mk WORK_HOME=/design/flow/orfs finish
### ./config.mk
export PLATFORM = sky130hd
export DESIGN_NAME = Division
export DESIGN_NICKNAME = Division
export VERILOG_FILES = /design/flow/design.v
export SDC_FILE = /design/flow/constraint.sdc
export NUM_CORES = 4
export LEC_CHECK = 1
export CORE_UTILIZATION = 50
### ./constraint.sdc
current_design Division

set clk_period 10.7
set clk_io_pct 0.2

create_clock -name clk0 -period $clk_period [get_ports {clk}]

set non_clock_inputs [all_inputs -no_clocks]
set_input_delay [expr $clk_period * $clk_io_pct] -clock clk0 $non_clock_inputs
set_output_delay [expr $clk_period * $clk_io_pct] -clock clk0 [all_outputs]
==> notes.md <==
The implementation run finished. The flow ran to the end, and the final reports show no timing, DRC or antenna violations. Per the synthesis report, the number of distinct cell types is 42. Number of antenna violations at the first check in global routing landed at 0. STA reports the tightest min-delay check as being of type flip-flop to flip-flop.

After Yosys synthesis, and, or, nand and nor cells account for 21.21% of the synthesized area. The critical path is of the input pin to flip-flop type. Number of H-tree levels landed at 2. By area the synthesized netlist is led by sky130_fd_sc_hd__fa_1 23%, sky130_fd_sc_hd__dfxtp_1 16%, sky130_fd_sc_hd__ha_1 14%. Detailed placer's ending HPWL landed at 9088 um. Power per cell area landed at 67.23 mW/mm^2. Counting the warning lines in the Yosys log gives 1.

Number of cell rows landed at 36. Yosys chip area landed at 0.005204 sq mm. Setup repair after global routing left no endpoint under its margin. Measured along the y axis, the die boundary spans 104.0 um. The final critical path takes up roughly 78% of the cycle. Post-cts resize count landed at 0. Number of design-rule violations left by the first detailed-router iteration landed at 106. Area fraction in full adders, half adders and majority gates landed at 37.51%. Reported leakage power landed at 2.655 nW. Flop and latch count out of synthesis landed at 42. TritonCTS built the clock tree. First-pass GRT wire length landed at between 15000 and 20000 um. Using the TritonRoute via totals, the vias-per-cell ratio works out to roughly 5.2. CTS buffer count landed at 5. Total global routing overflow landed at 0.

Cell area after technology mapping landed at roughly 0.0052 sq mm. In the layout the commonest cells are 110 x sky130_fd_sc_hd__nor2b_1, 107 x sky130_fd_sc_hd__inv_1, 60 x sky130_fd_sc_hd__fa_1, 60 x sky130_fd_sc_hd__ha_1, 48 x sky130_fd_sc_hd__a21oi_1. Of the cells placed in the final design, the portion with a size suffix greater than 1 is 3.756%. For this run, the final setup violation count is recorded as 0.

Fraction of the mapped netlist area in compound gates landed at 13.27%. Count of maximum capacitance violations landed at 0. Cells fill around three fifths of the core in the end. The commonest register cell is sky130_fd_sc_hd__dfxtp_1. Number of iterations in the first detailed-routing pass landed at 4. Buffers inserted to repair hold after CTS numbered 0. Overall die width landed at 104.0 um. After routing, the total negative slack on setup checks comes to 0 ns. Number of buffers between clock root and the deepest sink landed at 2.

Parity-gate share of the synthesized area counting xor and xnor cells landed at 2.693%. By area, the combinational part of the netlist is dominated by adder cells. In the final report, the number of hold violations comes to 0. The timing report gives the worst reg2reg path a setup slack of ~3.9 ns. Max-slew check failures listed in the final report amount to 0. A synthesized cell averages 8.673 sq um. After detailed routing, the average wire length per cell comes to 14.88 um. The tree is rooted in a sky130_fd_sc_hd__clkbuf_8.

The post-synth count of flops with an enable pin is 0. In the floorplan report the effective utilization is 52.51%. By instance count after routing, the leading logic cell type is sky130_fd_sc_hd__nor2b_1.

Once the clock tree was built, the setup fixing pass inserted 0 buffers. STA classifies the critical path startpoint as an input pin. At the later pin of the worst-skew pair, clock insertion delay measures 0.30 ns.

After floorplanning, the core was sized to cover 0.009910 sq mm. The worst setup path is captured at a flip-flop. Total routing resource utilization after global routing landed at 23.49%.

In this run the tools logged warnings totalling 26. The number of antenna diodes in the final layout is 0. The routed layout has 4026 vias. Full die area landed at 0.01082 sq mm. Count of placed standard cells including taps landed at about 760. Between the synthesized netlist and the finished layout, the area growth was recorded as 13.44%. Largest fanout of any net on the critical path landed at 8. Per the synthesis report, the dominant area consumer among library cells is sky130_fd_sc_hd__fa_1. For this run, asynchronously set or reset flops after synthesis account for 0%. Maximum resistive drop on vdd landed at 0.07521 mV. The floorplan report gives the top-level pin count as 44. Worst clock skew landed at 0.01313 ns.

The count of buffers added on input and output ports is 43. Routability-driven placement congestion ratio landed at 0.8906. Remaining antenna violation count landed at 0. Final wirelength landed at 11490 um. Headroom to the max-slew limit came out at 40.88%. Maximum achievable frequency landed at between 0.1 and 0.15 GHz. The pin closest to its max-slew limit shows a slew of 0.8835 ns. The synthesized instance count is 600. Post-route DRC violation count landed at 0.

The number of clock sinks came to 42. Sequential cells were found to cover 16.16% of the synthesized design area. Proportion of netlist area held by the largest area contributor landed at 23.08%. Data on the critical path is required at its endpoint by 10.89 ns. After clock tree synthesis, the clock-pin slew on the worst setup and hold paths is 0.10 ns. Count of instantiated cells in the yosys netlist landed at 600. Via count of the first global-routing pass landed at about 3900.

The portion of synthesized area spent on multiplexers is 0%. The data arrival time reported for the critical path is 8.58 ns. Entering global routing, the biggest net connects 38 pins.

Excluding fillers, the count of instances in the completed layout stands at roughly 770. The smallest clock period supported by the final layout is computed as 8.382 ns.
[sequential cells by signal, summed over array words and instances (netlist names)]
register	cells
out_valid	1
out_data	8
terminate_flag	1
dividend	20
current_state	4
current_base	8
[cells by family after synthesis]
| group | Yosys count |
|---|---|
| compound gates | 108 |
| xor+xnor | 16 |
| fa+ha+maj | 120 |
| buf+inv | 127 |
| flops | 42 |
| simple gates | 187 |
[through the flow]
stage                     hold slack [ns]  instance area (sq um)  total power [W]  worst slack [ns]
after global placement             0.4792                   5786        0.0002672             2.171
after global routing               0.5506                   5903        0.0004209             1.894
final                              0.4939                   5903        0.0003969             2.318
after detailed placement           0.4882                   5786        0.0002685             2.008
after floorplan                    0.4408                   5204        0.0002331             3.147
after CTS                          0.5025                   5903        0.0004011             2.292
[synth_stat cells (all sizes together) (2+ instances only)]
| master | instances |
|---|---|
| nor2b | 110 |
| inv | 107 |
| fa | 60 |
| ha | 60 |
| a21oi | 48 |
| dfxtp | 42 |
| o21ai | 22 |
| clkbuf | 20 |
| nor3 | 20 |
| nor2 | 13 |
| xnor2 | 9 |
| a21o | 8 |
| a22o | 8 |
| nand3 | 8 |
| nor3b | 8 |
| nand2 | 7 |
| xor2 | 7 |
| nand4 | 6 |
| and2 | 4 |
| nand2b | 3 |
| nor4 | 3 |
| o21bai | 3 |
| o221ai | 3 |
| o22ai | 3 |
| a22oi | 2 |
| and3 | 2 |
| o211ai | 2 |
[power breakdown]
part           switching (W)  internal, W
logic              0.0000544    0.0000474
clock network      0.0000609    0.0000711
registers         0.00000342     0.000160
[worst max-delay path: stages]
cell and delay, ns:
sky130_fd_sc_hd__clkdlybuf4s50_1 0.65, sky130_fd_sc_hd__o21ai_0 0.20, sky130_fd_sc_hd__fa_1 0.53, sky130_fd_sc_hd__fa_1 0.54, sky130_fd_sc_hd__inv_1 0.05, sky130_fd_sc_hd__fa_1 0.53, sky130_fd_sc_hd__inv_1 0.05, sky130_fd_sc_hd__fa_1 0.53
sky130_fd_sc_hd__inv_1 0.04, sky130_fd_sc_hd__ha_1 0.36, sky130_fd_sc_hd__a21o_1 0.21, sky130_fd_sc_hd__a221oi_2 0.38, sky130_fd_sc_hd__o221ai_2 0.17, sky130_fd_sc_hd__and3_4 0.22, sky130_fd_sc_hd__o221ai_2 0.16, sky130_fd_sc_hd__xnor2_1 0.10
sky130_fd_sc_hd__ha_1 0.30, sky130_fd_sc_hd__nand4_1 0.18, sky130_fd_sc_hd__nor4_1 0.37, sky130_fd_sc_hd__a21boi_1 0.25, sky130_fd_sc_hd__a2111o_1 0.20, sky130_fd_sc_hd__o211ai_2 0.19, sky130_fd_sc_hd__a22o_1 0.22
[layout make-up]
type	count	area [sq um]
fill	868	4006
multi-input combinational	431	3886
sequential	42	840.8
timing repair buffer	51	490.5
inverter	107	401.6
tap	133	166.4
clock buffer	5	68.82
clock inverter	3	48.80
[metal layers]
layer	track usage, %	vias up	part of all wire, %
li1	-	2020	-
met1	36.53	1909	47
met2	36.14	89	47
met3	6.382	8	5.7
met4	1.429	0	0.63
met5	0	-	0
[path summary, 6_finish.rpt]
path / startpoint / end / cells after the start
max: in_data_2[0] / out_data[7] / 23
min reg2reg: out_valid / current_state[0] / 2
max reg2reg: current_base[6] / out_data[7] / 22
min: out_valid / current_state[0] / 2
Power figures rest on the tool's default switching activity, not on a simulated workload.
