File: /design/flow/run.sh
#!/bin/bash
# OpenROAD 26Q1-2900-gdf79404cd8, Yosys 0.63+post, stock flow scripts
make -C /OpenROAD-flow-scripts/flow DESIGN_CONFIG=/design/flow/config.mk WORK_HOME=/design/flow/orfs finish
File: /design/flow/constraint.sdc
current_design SAD

set clk_period 15.7
set clk_io_pct 0.2

create_clock -name clk0 -period $clk_period

set non_clock_inputs [all_inputs -no_clocks]
set_input_delay [expr $clk_period * $clk_io_pct] -clock clk0 $non_clock_inputs
set_output_delay [expr $clk_period * $clk_io_pct] -clock clk0 [all_outputs]
File: /design/flow/design.v
module SAD(
  input   [7:0] p1_x,
  input   [7:0] p1_y,
  input   [7:0] p2_x,
  input   [7:0] p2_y,
  output  [8:0] ans
);
wire [7:0]  ad_x,ad_y;
assign ad_x = (p1_x>p2_x)? (p1_x-p2_x):(p2_x-p1_x);
assign ad_y = (p1_y>p2_y)? (p1_y-p2_y):(p2_y-p1_y);
assign ans  = ad_x+ad_y;
endmodule 
File: /design/flow/config.mk
export PLATFORM = sky130hd
export DESIGN_NAME = SAD
export DESIGN_NICKNAME = SAD
export VERILOG_FILES = /design/flow/design.v
export SDC_FILE = /design/flow/constraint.sdc
export NUM_CORES = 4
export LEC_CHECK = 1
export CORE_AREA = 10 10 88 88
export DIE_AREA = 0 0 98 98
==> Slide: Implementation Results <==
Implementation Results

Status
  • Status: finished, final reports clean

Power and ir drop
  • Leakage: 1.035 nW
  • Pwr Density: 74.37 nW/um2
  • Peak supply drop: 0.08238 mV

Route
  • DR iter-0 viols: 125
  • Antenna Cells: 0
  • WL final: 3737 um
  • Wire per inst: 11.75 um
  • First drt pass iteration count: 5
  • Vias per cell: 4.642
  • Drt drc: 0
  • Vias: 1476
  • Final ANT Viol Nets: 0

Placed design
  • Post-DP HPWL: 3378 um
  • Placer Congestion: 0.8396
  • Post-DP Area: 2068 um2
  • Port bufs: 41

Yosys
  • Top comb family, area: adder cells
  • Synth area leaders: ha_1, inv_1, mux2i_1
  • Avg Inst Size Synth: 7.790 um2
  • Distinct lib cells used: 31
  • Synth warnings: 0
  • Post-Synth XOR/XNOR Area: 9.015%
  • Yosys cell count: 212
  • Simple share: 8.712%
  • Area share of the largest cell type after synthesis: 28.79%
  • Most instantiated cells after synthesis: ha_1, inv_1, a21oi_1
  • AND-OR/OR-AND Cells, Area Fraction: 24.85%
  • Seq/Total Area, Yosys: 0%
  • Fa+ha+maj area frac: 34.85%
  • Mux share: 8.636%
  • Mapped cell area: 1652 um2
  • Yosys stat area: 1652 um2
  • Syn Inst Count: 212
  • Yosys top cell by area: ha_1

Finish
  • Area grow syn2layout: 25.23%
  • Flip-flop and latch area: 0 um2
  • FILL cells: 611
  • # clk buffers: 0
  • Final instance area: 2068 um2
  • Share of layout cells above drive strength 1: 2.058%
  • Flops: 0

Timing
  • RSZ-0062 raised after global routing: no
  • Final Hold Viols: 0
  • Fmax: 97.56 MHz
  • Worst-margin pin slew: 392.0 ps
  • Final Setup Violations: 0
  • Setup TNS: 0 ps
  • Worst slew margin: 73.59%
  • Final period util: 65.28%
  • Tmin final: 10250 ps
  • Slew Limit Fails: 0

Worst setup path
  • CP required: 12560 ps
  • Worst path slowest cell: clkdlybuf4s50_1
  • Bufs and invs on worst path: 3
  • WP data arrival: 7110 ps
  • Max FO, Critical Path: 10
  • Critical Path End Type: primary output
  • CP peak stage delay: 480 ps
  • CP Cell Sequence: clkdlybuf4s50_1, inv_1, ha_1, nand4_1, a21oi_1, o22a_1, mux2_2, fa_1, a21o_1, a21oi_1, o21ai_0, a21o_1, a21o_1, clkdlybuf4s50_1
  • Critical Path Source: p1_x[4]
  • Critical path's top delay family: AND-OR/OR-AND gates
  • CP Class: input port to primary output
  • Most frequent CP cell: a21o_1
  • Critical path depth: 14
  • CP endpoint: ans[8]
  • Crit start category: input port

Global route
  • Number of global-route vias before repair: 1480
  • First-pass GRT wire length: 6644 um
  • Initial antenna violation count: 0
  • Largest net degree at the start of global routing: 11
  • GRT Total Usage: 7.672%
  • Total grt overflow: 0

Die
  • CORE AREA: 5921 um2
  • Die height: 98 um
  • # rows: 28
  • FP Core Util: 27.90%
  • Ports: 41
  • Chip width: 98 um
  • Die area: 9604 um2

Run
  • Tool Warnings: 46
  • Max-cap violations: 0

Worst hold path
  • Hold Crit Class: input port to primary output

Clock network
  • Postcts setup bufs: 0
  • CTS Hold Bufs: 0
  • Post-CTS sizing: 0
==> final cells by class <==
| class | instances | area [um2] | share of cell area [%] |
|---|---|---|---|
| inverter | 38 | 142.6 | 6.897 |
| multi-input combinational | 164 | 1421 | 68.72 |
| tap | 75 | 93.84 | 4.537 |
| timing repair buffer | 41 | 410.4 | 19.84 |
==> logic make-up (layout without fill, tap and decap cells) <==
group,count (synthesis),after routing
adder cells (fa/ha/maj),43,43
AND-OR/OR-AND,63,63
buffers and inverters,48,79
AND/OR/NAND/NOR,27,27
multiplexers,14,14
XOR/XNOR,17,17
==> how the worst min path moves through the flow <==
stage | start | endpoint | slack [ps] | cells past startpoint
after CTS | p2_x[0] | ans[0] | 7650 | 5
after global routing | p2_x[0] | ans[0] | 7720 | 5
final | p2_x[0] | ans[0] | 7640 | 5
==> per-layer routing <==
layer / up-vias / wire (um) / track usage [%]
li1: 798 / - / -
met1: 645 / 1988 / 11.92
met2: 33 / 1516 / 11.12
met3: 0 / 232 / 1.565
met4: 0 / 0 / 0
met5: - / 0 / 0
==> where the power goes <==
part,switching (W),total [W],internal (W)
Clock,0,0,0
Combinational,0.0000661,0.000154,0.0000877
Sequential,0,0,0
==> layout by cell type (no fill, tap or decap), types with 4 or more instances in the layout <==
cell,instances
a211oi_1,5
a21o_1,12
a21oi_1,20
a31oi_1,4
clkdlybuf4s50_1,41
fa_1,5
ha_1,38
inv_1,38
mux2i_1,12
nand2_1,7
nand4_1,5
nor2_1,5
o21ai_0,10
o21bai_1,4
xnor2_1,9
xor2_1,8
==> worst min-delay path, stage by stage <==
cell,delay [ps]
clkdlybuf4s50_1,480
ha_1,160
inv_1,50
ha_1,270
clkdlybuf4s50_1,400
==> through the flow <==
stage / hold WS (ps) / setup slack (ps) / util [%] / power, W / cells
2_1_floorplan: 6621 / 6769 / - / 0.00008815 / 212
3_3_place_gp: 7649 / 5511 / 34.93 / 0.0001532 / 318
3_5_place_dp: 7644 / 5471 / 34.93 / 0.0001541 / 318
4_1_cts: 7655 / 5463 / 34.93 / 0.0001555 / 318
5_1_grt: 7725 / 5217 / 34.93 / 0.0001734 / 318
6_report: 7636 / 5450 / 34.93 / 0.0001538 / 318
Power and IR drop assume default switching activity.
